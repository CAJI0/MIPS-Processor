<file path="/design/flow/run.sh">
#!/bin/bash
# OpenROAD 26Q1-2900-gdf79404cd8, Yosys 0.63+post, stock flow scripts
make -C /OpenROAD-flow-scripts/flow DESIGN_CONFIG=/design/flow/config.mk WORK_HOME=/design/flow/orfs finish
</file>
<file path="/design/flow/config.mk">
export PLATFORM = sky130hd
export DESIGN_NAME = Next_PC
export DESIGN_NICKNAME = Next_PC
export VERILOG_FILES = /design/flow/design.v
export SDC_FILE = /design/flow/constraint.sdc
export NUM_CORES = 4
export LEC_CHECK = 1
export CORE_UTILIZATION = 30
</file>
<file path="/design/flow/constraint.sdc">
current_design Next_PC

set clk_period 1.0
set clk_io_pct 0.2

create_clock -name clk0 -period $clk_period

set non_clock_inputs [all_inputs -no_clocks]
set_input_delay [expr $clk_period * $clk_io_pct] -clock clk0 $non_clock_inputs
set_output_delay [expr $clk_period * $clk_io_pct] -clock clk0 [all_outputs]
</file>
<file path="/design/flow/design.v">
module Next_PC (i_inc_PC, i_imm26, i_reg_addr, i_J, i_Jr, i_Beq, i_Bne, o_PCSrc, o_address, i_zero);
  input signed [29:0]       i_inc_PC;
  input signed [25:0]       i_imm26;
  input [31:0]              i_reg_addr;
  input                     i_J, i_Jr, i_Beq, i_Bne, i_zero;
  output                    o_PCSrc;
  output reg [29:0]         o_address;
  wire signed [29:0]        sign_ext;
  wire [29:0]               addr1, addr2;
  wire                      B;
  assign sign_ext = {{10{i_imm26[15]}},i_imm26[15:0]};
  assign addr1 = i_inc_PC + sign_ext;
  assign addr2 = {i_inc_PC[29:26],i_imm26};
  assign B = i_Beq | i_Bne;
  assign o_PCSrc = i_J | i_Jr | (i_zero&i_Beq) | (~i_zero&i_Bne);
  always @*
  begin
    case(1'b1)
      B: o_address = addr1;
      i_J: o_address = addr2;
      i_Jr: o_address = i_reg_addr[31:2];
    endcase
  end
endmodule
</file>
==> impl_metrics.env <==
# yosys + openroad results
export IMPL_status="finished clean"
export IMPL_grt_usage=0.176
export IMPL_edf_count=0
export IMPL_coreArea_sq_um=8300
export IMPL_dpl_hpwl_microns=6200
export IMPL_post_place_ws_ns=-0.508
export IMPL_drv_slew=0
export IMPL_synthCells=330
export IMPL_intPower_w=0.000996
export IMPL_ant_nets=0
export IMPL_holdCritStartpoint="i_J"
export IMPL_comb_area_sq_um=2060
export IMPL_grt_max_degree=36
export IMPL_ys_cells=330
export IMPL_drive_above_1_share=0.0750
export IMPL_holdPathStages=4
export IMPL_dpl_cell_area_sq_um=3910
export IMPL_rows=33
export IMPL_syn_area_sq_um=2590
export IMPL_setup_violations=0
export IMPL_leakagePower_nw=1.67
export IMPL_grt_first_pass_wirelength_microns=12500
export IMPL_power_share_switching=0.461
export IMPL_fp_util=0.312
export IMPL_max_vdd_ir_drop_mv=0.280
export IMPL_dieArea_sq_um=9010
export IMPL_pwr_share_clk=0
export IMPL_tool_warnings=34
export IMPL_largest_register_ff_count=30
export IMPL_async_flop_share=0
export IMPL_worst_slack_ns=0.0659
export IMPL_finalCriticalPeriod_ns=0.934
export IMPL_worst_ep_required_time_ns=0.80
export IMPL_postRouteWirelength_microns=7800
export IMPL_fmax_ghz=1.07
export IMPL_drt_initial_drc_count=75
export IMPL_gp_congestion=0.844
export IMPL_viasPerCell=5.13
export IMPL_fillers=839
export IMPL_yosys_area_sq_um=2590
export IMPL_diodes=0
export IMPL_fp_dieH_microns=94.9
export IMPL_total_power_w=0.00185
export IMPL_dr_pass1_iters=4
export IMPL_rsz0062_at_grt="false"
export IMPL_critical_path_startpoint_type="input port"
export IMPL_final_hold_viol_count=0
export IMPL_path_max_fanout=2
export IMPL_untimed_endpoints=60
export IMPL_ys_warn_count=1
export IMPL_cp_arrival_ns=0.73
export IMPL_vias=2797
export IMPL_p_per_area_nw_per_um2=474
export IMPL_power_frac_seq=0.048
export IMPL_io_buffers=122
export IMPL_power_switching_w=0.000852
export IMPL_sequential_cell_area_sq_um=450
export IMPL_synth_main_ff_cell="dlxtn_1"
export IMPL_syn_area_per_cell_sq_um=7.85
export IMPL_synth_cell_types=62
export IMPL_stdcell_area_sq_um=3900
export IMPL_gr_total_overflow=0
export IMPL_drv_cap=0
export IMPL_crit_path_end_kind="primary output"
export IMPL_hold_class="input port to primary output"
export IMPL_worst_pin_slew_ns=0.681
export IMPL_combPwrFrac=0.952
export IMPL_synth_flops=30
export IMPL_slew_limit_headroom=0.546
export IMPL_die_width_microns=94.9
export IMPL_unclocked_pins=30
export IMPL_drcViolationCount=0
export IMPL_area_growth_synth_to_final_pct=50.5
export IMPL_post_route_period_util=0.934
export IMPL_io_pins=124
export IMPL_cts_hold_buf=0
export IMPL_grt_pass1_vias=2585
export IMPL_antenna_found_initial=0
export IMPL_crit_type="input port to primary output"
export IMPL_wl_per_cell_microns=14.3
export IMPL_hold_end="o_PCSrc"
## kinds of logic after synthesis
| family | count (synthesis) | synth area share |
|---|---|---|
| AOI/OAI and AO/OA | 116 | 0.317 |
| latches | 30 | 0.174 |
| buffers and inverters | 20 | 0.0353 |
| and+or+nand+nor | 88 | 0.161 |
| xor gates and xnor gates | 23 | 0.0778 |
| muxes | 26 | 0.102 |
| adders and majority gates | 27 | 0.133 |
## synth_stat cells, types with 2 or more instances
| cell type | n | share of area |
|---|---|---|
| inv_1 | 2 | 0.0029 |
| nand4_1 | 4 | 0.0097 |
| nor2_1 | 24 | 0.035 |
| buf_2 | 3 | 0.0058 |
| mux2i_1 | 23 | 0.089 |
| buf_1 | 3 | 0.0043 |
| a21o_1 | 7 | 0.020 |
| a311o_1 | 2 | 0.0077 |
| mux2_2 | 3 | 0.013 |
| nand3_1 | 5 | 0.0097 |
| and2_1 | 3 | 0.0072 |
| o21bai_1 | 3 | 0.0087 |
| and4_1 | 2 | 0.0068 |
| a31oi_1 | 5 | 0.012 |
| o21ai_2 | 2 | 0.0068 |
| or3_1 | 2 | 0.0048 |
| nor2b_1 | 6 | 0.014 |
| a21oi_1 | 38 | 0.073 |
| xor2_1 | 11 | 0.037 |
| a211oi_1 | 8 | 0.023 |
| o211ai_1 | 2 | 0.0058 |
| o22ai_1 | 2 | 0.0048 |
| nand2_1 | 32 | 0.046 |
| o21ai_0 | 21 | 0.041 |
| dlxtn_1 | 30 | 0.17 |
| a21oi_4 | 3 | 0.019 |
| clkbuf_1 | 9 | 0.013 |
| xnor2_1 | 12 | 0.041 |
| ha_1 | 26 | 0.13 |
| a21boi_0 | 3 | 0.0087 |
| nor3_1 | 3 | 0.0058 |
## layout make-up
cell class | count | area share
well taps | 105 | 0.0337
multi-input cells | 280 | 0.527
flip-flops and latches | 30 | 0.116
inverters | 2 | 0.00193
repair buffers | 128 | 0.321
## per-layer routing
| layer | part of all wire | vias to the layer above | routed length [microns] | GRT usage |
|---|---|---|---|---|
| met5 | 0 | - | 0 | 0 |
| met4 | 0.0073 | 0 | 57 | 0.0126 |
| met3 | 0.059 | 4 | 460 | 0.0212 |
| met2 | 0.46 | 88 | 3610 | 0.302 |
| met1 | 0.47 | 1250 | 3670 | 0.248 |
| li1 | - | 1455 | - | - |
## per-stage QoR
step | hold WS, ns | utilization | instances | setup TNS (ns)
global route | 0.797 | 0.470 | 545 | 0
detailed placement | 1.06 | 0.471 | 545 | -0.508
CTS | 0.786 | 0.470 | 545 | 0
global placement | 1.05 | 0.471 | 545 | -0.501
finish | 0.748 | 0.470 | 545 | 0
floorplan | 0.441 | - | 330 | 0
## what timing repair did
action,4_1_cts,5_1_grt
cloned,0,0
endpoints found under the setup margin,1,1
resized,12,2
buffers inserted,0,0
pin swaps,2,1
## power groups by stage
stage	registers (W)	clock network [W]	logic (W)
after CTS	0.0000899	0	0.00178
final	0.0000896	0	0.00176
after global routing	0.0000914	0	0.00197
## worst max-delay path: stages
cell	delay, ns
clkdlybuf4s15_2	0.18
mux2i_1	0.13
nand2_1	0.06
clkdlybuf4s15_1	0.16
## placed cells by master (no fill, tap or decap), types with 4 or more instances in the layout
cell             instances
ha_1                    26
xnor2_1                 12
clkdlybuf4s50_1        116
a21o_1                   7
a211oi_1                 8
nor2_1                  23
nand2_1                 32
nand4_1                  4
buf_4                    6
a21oi_1                 38
nand3_1                  5
mux2i_1                 23
o21ai_0                 21
a31oi_1                  5
xor2_1                  11
nor2b_1                  6
dlxtn_1                 30
## worst max-delay path by stage
stage                  from  slack [ns]  endpoint
final                 i_Beq        0.07   o_PCSrc
after global routing  i_Beq        0.01   o_PCSrc
after CTS             i_Beq      0.0005   o_PCSrc
No activity file was given, so power comes from the tool's default toggle rates.
