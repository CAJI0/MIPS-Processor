$ cat design/flow/design.v
module Reg_File (i_data, i_we, i_clk, i_read_addr1, i_read_addr2, i_write_addr, o_data1, o_data2);
  parameter                       WIDTH = 32;
  input                           i_clk, i_we;
  input [4:0]                     i_read_addr1, i_read_addr2, i_write_addr;
  input signed[WIDTH - 1:0]       i_data;
  output reg signed[WIDTH - 1:0]  o_data1, o_data2;
  reg signed [WIDTH - 1:0]        reg_mem [1:31];
  always @ (posedge i_clk)
  if(i_we && (i_write_addr != 0))
    reg_mem[i_write_addr] <= i_data;
  always @ *
    if(i_read_addr1 == 0)
      o_data1 = 0;
    else
      o_data1 = reg_mem[i_read_addr1];
  always @ *
    if(i_read_addr2 == 0)
      o_data2 = 0;
    else
      o_data2 = reg_mem[i_read_addr2];
endmodule
$ cat design/flow/run.sh
#!/bin/bash
# OpenROAD 26Q1-2900-gdf79404cd8, Yosys 0.63+post, stock flow scripts
make -C /OpenROAD-flow-scripts/flow DESIGN_CONFIG=/design/flow/config.mk WORK_HOME=/design/flow/orfs finish
$ cat design/flow/config.mk
export PLATFORM = sky130hd
export DESIGN_NAME = Reg_File
export DESIGN_NICKNAME = Reg_File
export VERILOG_FILES = /design/flow/design.v
export SDC_FILE = /design/flow/constraint.sdc
export NUM_CORES = 4
export LEC_CHECK = 1
export CORE_UTILIZATION = 50
$ cat design/flow/constraint.sdc
current_design Reg_File

set clk_period 5.7
set clk_io_pct 0.2

create_clock -name clk0 -period $clk_period [get_ports {i_clk}]

set non_clock_inputs [all_inputs -no_clocks]
set_input_delay [expr $clk_period * $clk_io_pct] -clock clk0 $non_clock_inputs
set_output_delay [expr $clk_period * $clk_io_pct] -clock clk0 [all_outputs]
==> notes.md <==
yosys + openroad results -> combined global-route utilization of all metal layers 0.345, clock input transition at the sequential cells of the worst setup and hold paths 60 ps, YS chip area around 46000 sq um, sequential element share of the synthesized area 0.641, Area growth syn-to-layout 14.5%, largest register by flop count reg_mem, biggest regs reg_mem x992, list of most frequent post-synthesis cells edfxtp_1 (992), mux4_2 (339), mux2i_1 (316), nor2_1 (115), a22oi_1 (92), OpenROAD warning count 25, clock net sink count between 900 and 1000, Distinct lib cells used 38, routability congestion estimate 0.903, headroom to the max-slew limit 0.315, detailed placer's ending HPWL ~84 mm, Core Footprint about 92000 sq um, cells in synth_stat.txt 2601, setup violators final 0, Final Max Tran Viols 0, CTS tree done, path category of the worst min-delay check input port to flip-flop, kind of launch point of the worst setup path input port, cells taking the most area after synthesis edfxtp_1 (64%), mux4_2 (16%), mux2i_1 (6.8%), number of buffers created by CTS 104, number of vias in the routed layout 27126, post-synthesis average cell area 17.9 sq um, critical-path cell list clkdlybuf4s50_1 -> and2_1 -> buf_4 -> a22oi_1 -> and3_1 -> a31oi_1 -> clkdlybuf4s50_1, Flops after synth just under 1000, endpoint arrival time on the critical path 3950 ps, setup bufs post-CTS 0, Worst Tran Pin Value roughly 1000 ps, number of DRC markers after the initial detailed-route iteration ~1900, count of flip-flops with a built-in enable after synthesis 992, wire length of the first global-routing pass just over 200 mm, Wirelength per Cell 34.5 um, Root Driver clkbuf_16, gate count of the mapped netlist 2601, number of cells traversed by the worst hold path 1, final hold violation count 0, number of maximum-capacitance constraint violations 0, static power due to leakage roughly 18 nW, DIE HEIGHT approximately 310 um, commonest register cell after synthesis edfxtp_1, share of the synthesized area in the top cell type 0.641, library cell occupying the most area in the post-synthesis netlist edfxtp_1, post-cts hold-fix buffer tally 0, unrepaired setup endpoints after global routing false, count of instances resized after the clock tree is built 0, CP Buf/Inv Count 3, Hold Slack 1250 ps, power density normalized to cell area 306 nW/um^2, Crit Path Class input port to primary output, largest net degree at the start of global routing between 80 and 90, Worst setup EP type primary output, Congestion Overflow GR 0, DRT Wirelength roughly 140 mm, Worst path most repeated cell clkdlybuf4s50_1, number of synthesis warnings 1, horizontal extent of the die around 310 um, total negative setup slack 0 ps, gate family responsible for the most delay along the worst path buffers and inverters, Post-Syn Area between 40000 and 50000 sq um, H-Tree Level Count 3, Max Fclk approximately 200 MHz, cell with the most instances after synthesis edfxtp_1, total I/O pin count approximately 110, IR Drop Worst-Case VDD around 0.00026 V, vias in the first global route slightly above 30000, maximum count of clock buffers along a single path 3, Slowest-stage cell, CP and2_1, post-route DRC violation count 0, initial antenna violation count 3, Min Clock Period, post-route just over 5000 ps, cycle use final 0.893, cell count along the critical path 7, initial core utilization 0.506, max incr delay on CP 690 ps, run status finished, final reports clean, required time worst endpoint 4560 ps, fraction of final layout cells with drive strength greater than 1 0.256, Largest register FFs between 900 and 1000, total die area 94200 sq um, number of buffer cells added on primary ports 112, count of standard-cell rows about 110, total iterations of the first detailed-routing run 5, Max FO, Critical Path 8, fraction of registers with async set/reset 0, vias per cell between 6 and 7, Antenna Violating Nets Remaining 0
-- stage by stage --
step / worst slack [ps] / instance area [sq um] / power (mW) / utilization / cells
finish: 608 / 53200 / 16.3 / 0.579 / 4114
floorplan: 1870 / 46500 / 9.12 / - / 2601
CTS: 641 / 53200 / 16.4 / 0.579 / 4112
global route: 455 / 53200 / 16.7 / 0.579 / 4113
global placement: 670 / 50000 / 9.80 / 0.543 / 3919
detailed placement: 643 / 50000 / 9.81 / 0.543 / 3919
-- layer usage --
metal,track usage,routed length [um]
met3,0.256,24700
met2,0.485,65700
met1,0.439,45100
met4,0.113,6270
met5,0.0109,95
-- report_power, final --
group          switching, mW  internal (mW)
Clock                   2.78           3.83
Combinational          0.847          0.660
Sequential            0.0354           8.12
-- logic make-up (layout without fill, tap and decap cells) --
logic type / Yosys count / after routing / share of synthesized area
flops: 992 / 992 / 0.641
mux: 698 / 698 / 0.246
simple gates: 374 / 374 / 0.0385
compound gates: 332 / 332 / 0.0517
buf+inv: 205 / 473 / 0.0236
other cells: 0 / 2 / 0
-- cell type report --
type / count / area, sq um
fill: 6692 / 38700
clock buffer: 136 / 2790
timing repair buffer: 279 / 2700
tap: 1243 / 1560
clock inverter: 57 / 500
sequential: 992 / 29800
antenna: 2 / 5.00
multi-input combinational: 1404 / 15900
inverter: 1 / 3.75
-- worst paths after layout --
kind                             from              end  slack (ps)
worst max-delay path  i_read_addr1[4]      o_data1[12]         610
worst min-delay path       i_data[23]  reg_mem[16][23]        1250
-- placed cells by master (no fill, tap or decap), drive strengths merged, types with 2 or more instances in the layout --
cell / Yosys / final
nand3: 52 / 52
buf: 119 / 174
a22oi: 92 / 92
a211o: 31 / 31
a311o: 31 / 31
nand2b: 2 / 2
mux2: 34 / 34
clkinvlp: 0 / 4
clkinv: 0 / 41
nor2b: 36 / 36
diode: 0 / 2
mux4: 348 / 348
a21oi: 68 / 68
and2: 34 / 34
clkdlybuf4s50: 0 / 104
and3: 14 / 14
nand3b: 6 / 6
a31oi: 14 / 14
nor3: 2 / 2
inv: 1 / 4
nand4: 18 / 18
edfxtp: 992 / 992
clkbuf: 85 / 137
mux2i: 316 / 316
or3b: 3 / 3
nand2: 89 / 89
a22o: 45 / 45
nor2: 115 / 115
a211oi: 18 / 18
o21ai: 32 / 32
bufinv: 0 / 9
Power figures rest on the tool's default switching activity, not on a simulated workload.
