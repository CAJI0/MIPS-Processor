## flow/run.sh

```bash
#!/bin/bash
# OpenROAD 26Q1-2900-gdf79404cd8, Yosys 0.63+post, stock flow scripts
make -C /OpenROAD-flow-scripts/flow DESIGN_CONFIG=/design/flow/config.mk WORK_HOME=/design/flow/orfs finish
```

## flow/config.mk

```make
export PLATFORM = sky130hd
export DESIGN_NAME = ALU
export DESIGN_NICKNAME = ALU
export VERILOG_FILES = /design/flow/design.v
export SDC_FILE = /design/flow/constraint.sdc
export NUM_CORES = 4
export LEC_CHECK = 1
export CORE_UTILIZATION = 50
```

## flow/constraint.sdc

```tcl
current_design ALU

set clk_period 41.9
set clk_io_pct 0.2

create_clock -name clk0 -period $clk_period

set non_clock_inputs [all_inputs -no_clocks]
set_input_delay [expr $clk_period * $clk_io_pct] -clock clk0 $non_clock_inputs
set_output_delay [expr $clk_period * $clk_io_pct] -clock clk0 [all_outputs]
```

## flow/design.v

```verilog
module ALU (
i_data1, 
i_data2, 
i_shift_op, 
i_arith_op, 
i_logic_op, 
i_select, 
i_sign,
o_zero, 
o_overflow,  
o_less,
o_data
);
  parameter WIDTH = 32;
  parameter SLL = 0,
            SRL = 1,
            SRA = 2,
            ROR = 3;
  parameter ADD = 0,
            SUB = 1;
  parameter AND = 0,
            OR = 1,
            NOR = 2,
            XOR = 3;
  parameter SHIFT = 0,
            SLT = 1,
            ARITH = 2,
            LOGIC = 3;
  input signed [WIDTH - 1:0]        i_data1, i_data2;
  input                             i_arith_op, i_sign;
  input [1:0]                       i_shift_op, i_logic_op, i_select;
  output                            o_overflow, o_zero, o_less;
  output reg signed [WIDTH - 1: 0]  o_data;
  wire                              adder_carry;
  wire signed [WIDTH - 1:0]         adder_out, data2;
  wire signed [WIDTH - 1:0]         SLT_out;
  reg [WIDTH - 1:0]                 logic_out;
  reg signed [WIDTH - 1:0]          shift_out;
  reg [62:0]                        extend_data;
  reg [46:0]                        shift_16;
  reg [38:0]                        shift_8;
  reg [34:0]                        shift_4;
  reg [32:0]                        shift_2;
  wire [4:0]                        shift_amount;
  always @ *
  begin
    case(i_logic_op)
      AND:  logic_out = i_data1 & i_data2;
      OR:   logic_out = i_data1 | i_data2;
      NOR:  logic_out = ~(i_data1 | i_data2);
      XOR:  logic_out = i_data1 ^ i_data2;
    endcase
  end 
  param_adder  #(.WIDTH(WIDTH))inst_adder1  (
                                            .i_data1(i_data1), 
                                            .i_data2(data2), 
                                            .i_carry(i_arith_op), 
                                            .o_carry(adder_carry), 
                                            .o_data(adder_out)
                                            );  
  assign data2 = (i_data2 ^ {WIDTH{i_arith_op}});
  assign o_overflow =  inst_adder1.o_fcarry[WIDTH-2] ^ adder_carry ; 
  assign SLT_out = (i_sign) ? (adder_out[WIDTH - 1] ^ o_overflow) : !adder_carry;
  assign o_less = SLT_out;
  assign shift_amount = i_data1[4:0] ^ {5{|i_shift_op}};
   always @ *
  begin  
    case(i_shift_op)
      SLL:  extend_data = {i_data2,{31{1'b0}}};
      SRL:  extend_data = {{31{1'b0}},i_data2};
      SRA:  extend_data = {{31{i_data2[31]}},i_data2};
      ROR:  extend_data = {i_data2[30:0], i_data2};
    endcase
  end  
  always @ *
  begin
    case(shift_amount[4])
      0: shift_16 = extend_data[62:16];
      1: shift_16 = extend_data[46:0];
    endcase
    case(shift_amount[3])
      0:  shift_8 = shift_16[46:8];
      1:  shift_8 = shift_16[38:0];
    endcase
    case(shift_amount[2])
      0:  shift_4 = shift_8[38:4];
      1:  shift_4 = shift_8[34:0];
    endcase
    case(shift_amount[1])
      0:  shift_2 = shift_4[34:2];
      1:  shift_2 = shift_4[32:0];
    endcase
    case (shift_amount[0])
      0:  shift_out = shift_2[32:1];
      1:  shift_out = shift_2[31:0];
    endcase
  end
  always @ *
  begin
    case (i_select)
      SHIFT:  o_data = shift_out;
      SLT:    o_data = SLT_out;
      ARITH:  o_data = adder_out;
      LOGIC:  o_data = logic_out;
    endcase
  end
  assign o_zero = ~|o_data;
endmodule
module half_adder (in1, in2, o_carry, o_sum);
input   in1, in2;
output  o_carry, o_sum;
and u1 (o_carry, in1, in2);
xor u2 (o_sum, in1, in2);
endmodule
module full_adder (in1, in2, i_carry, o_carry, o_sum);
  input   in1, in2, i_carry;
  output  o_carry, o_sum;
  wire    s1, c1, c2;
  half_adder u1(.in1(in1), .in2(in2), .o_carry(c1), .o_sum(s1));
  half_adder u2 (.in1(s1), .in2(i_carry), .o_carry(c2), .o_sum(o_sum));
  or u3 (o_carry, c1, c2);
endmodule
module param_adder(i_data1, i_data2, i_carry, o_carry, o_data);
parameter WIDTH = 4;
input                 i_carry;
input [WIDTH - 1:0]   i_data1, i_data2;
output                o_carry;
output [WIDTH - 1:0]  o_data;
wire [WIDTH - 2: 0]   o_fcarry;
genvar i;
generate 
  for(i = 0; i < WIDTH; i = i + 1)begin
    if(i == 0)
      full_adder u1 (i_data1[i], i_data2[i], i_carry, o_fcarry[i], o_data[i]);
    else if(i == WIDTH - 1)
      full_adder u2 (i_data1[i], i_data2[i], o_fcarry[i-1], o_carry, o_data[i]);
    else
      full_adder u3 (i_data1[i], i_data2[i], o_fcarry[i-1], o_fcarry[i], o_data[i]);
  end
endgenerate
endmodule
```

==> impl_metrics.env <==
# yosys + openroad results
export IMPL_dr_pass1_iters=9
export IMPL_synthDistinctLibCells=91
export IMPL_yosysTopAreaCellShare=0.0994
export IMPL_switchingPower_w=0.0000869
export IMPL_place_congestion=1.09
export IMPL_num_io_pins=107
export IMPL_critPathKind="primary input to output pin"
export IMPL_grt_usage=0.475
export IMPL_via_count=9868
export IMPL_pwr_share_comb=1.000
export IMPL_leakagePower_nw=3.62
export IMPL_relSlewSlack=0.326
export IMPL_ant_nets=0
export IMPL_seq_area_um2=0
export IMPL_n_clock_buffer=0
export IMPL_die_y_um=129
export IMPL_ctsHoldBuffers=0
export IMPL_viasPerCell=7.08
export IMPL_hold_violations=0
export IMPL_final_cells=1393
export IMPL_crit_top_cell="fa_1"
export IMPL_fmax_ghz=0.0297
export IMPL_grt_max_degree=77
export IMPL_grt_pass1_wl_mm=57.0
export IMPL_drive_gt1_frac=0.0807
export IMPL_maxCapViolCount=0
export IMPL_p_int_w=0.0000558
export IMPL_numPlacedInstances=1393
export IMPL_cp_num_buf_inv=3
export IMPL_fin_crit_sh=0.805
export IMPL_cp_depth=43
export IMPL_fp_util=0.509
export IMPL_setup_viol=0
export IMPL_cpMaxStageDelayCell="clkdlybuf4s50_1"
export IMPL_p_clk_frac=0
export IMPL_critPathMaxStageDelay_ns=0.71
export IMPL_largest_area_cell="ha_1"
export IMPL_startpoint_type="primary input"
export IMPL_synth_most_common_cell="nand2_1"
export IMPL_common_cells="nand2_1 (88), inv_1 (79), nor2_1 (72), o21ai_0 (72), a21oi_1 (68)"
export IMPL_post_cts_resized=0
export IMPL_num_rows=46
export IMPL_io_buffers=106
export IMPL_power_density_mw_per_mm2=15.9
export IMPL_grt_pass1_vias=9051
export IMPL_synth_seq_share=0
export IMPL_syn_instance_count=1155
export IMPL_area_leaders="ha_1 (9.9%), fa_1 (7.7%), mux2i_1 (6.2%)"
export IMPL_overflow=0
export IMPL_synth_cells_yosys=1155
export IMPL_critPathCaptureType="output pin"
export IMPL_crit_family="adder cells"
export IMPL_post_route_drc_count=0
export IMPL_final_comb_area_mm2=0.00714
export IMPL_timing_final_ws_setup_ns=8.18
export IMPL_cp_max_fo=10
export IMPL_rsz0062_at_grt="no"
export IMPL_post_place_ws_ns=8.29
export IMPL_syn_avg_cell_area_um2=6.98
export IMPL_slew_viol_final=0
export IMPL_hp_class="primary input to output pin"
export IMPL_power_frac_seq=0
export IMPL_wl_per_cell_um=27.5
export IMPL_ff_count=0
export IMPL_finalCriticalPeriod_ns=33.72
export IMPL_chip_area_mm2=0.0166
export IMPL_yosysWarnings=3
export IMPL_hold_depth=8
export IMPL_ir_worst_vdd_mv=0.0108
export IMPL_die_width_um=129
export IMPL_whs_ns=17.87
export IMPL_coreArea_mm2=0.0158
export IMPL_antenna_found_initial=0
export IMPL_yosys_area_mm2=0.00806
export IMPL_dp_hpwl_mm=29.8
export IMPL_tns_ns=0
export IMPL_synth_cell_area_mm2=0.00806
export IMPL_switching_share=0.609
export IMPL_status="finished clean"
export IMPL_worst_pin_slew_ns=1.00
export IMPL_wl_mm=38.4
export IMPL_postCtsSetupRepairBufs=0
export IMPL_drt_initial_drc_count=1357
export IMPL_num_antenna_cells=0
export IMPL_fillers=1507
export IMPL_synthToLayoutAreaGrowth_pct=11.5
export IMPL_warnings=65
export IMPL_crit_arrival_ns=25.34
export IMPL_cp_required_ns=33.52
==> final cells by class <==
type | instances | share of cell area
Multi-Input combinational cell | 957 | 0.795
Timing Repair Buffer | 137 | 0.141
Inverter | 83 | 0.0347
Tap cell | 216 | 0.0301
==> stage by stage <==
step,util,power [W],area (um^2)
floorplan,-,0.0000816,8060
global placement,0.568,0.000136,8990
detailed placement,0.568,0.000136,8990
CTS,0.568,0.000137,8990
global route,0.568,0.000151,8990
finish,0.568,0.000143,8990
==> cell usage in the layout, fill, tap and decap left out, drive strengths merged, types with 7 or more instances in the layout <==
| master | count |
|---|---|
| o221ai | 17 |
| a21oi | 68 |
| a211oi | 44 |
| nand2 | 90 |
| or3 | 7 |
| ha | 64 |
| o21a | 7 |
| nor2 | 73 |
| nand2b | 15 |
| xor2 | 30 |
| nor2b | 25 |
| a31oi | 13 |
| or4b | 7 |
| nand3 | 26 |
| or2 | 8 |
| mux2i | 51 |
| nand3b | 14 |
| a22oi | 7 |
| o211ai | 34 |
| o31ai | 11 |
| o21ai | 82 |
| o22ai | 29 |
| clkdlybuf4s50 | 99 |
| nand4 | 7 |
| nor4 | 15 |
| fa | 31 |
| o32ai | 14 |
| nor3 | 36 |
| inv | 81 |
| a221oi | 7 |
| buf | 38 |
| a221o | 7 |
| mux2 | 17 |
==> worst paths after layout <==
kind	start	to	slack [ns]
worst max-delay path	i_data2[0]	o_zero	8.18
worst min-delay path	i_logic_op[1]	o_data[0]	17.87
==> power groups by stage <==
| stage | logic [W] | clock network (W) | registers, W |
|---|---|---|---|
| 4_1_cts | 0.000137 | 0 | 0 |
| 5_1_grt | 0.000151 | 0 | 0 |
| 6_report | 0.000143 | 0 | 0 |
==> per-layer routing <==
| metal | up-vias | share of wire | GRT usage |
|---|---|---|---|
| met3 | 168 | 0.13 | 0.144 |
| met1 | 4594 | 0.40 | 0.656 |
| met4 | 0 | 0.071 | 0.241 |
| met5 | - | 0 | 0 |
| li1 | 4367 | - | - |
| met2 | 739 | 0.39 | 0.673 |
==> kinds of logic (layout without fill, tap and decap cells) <==
family                     after synthesis  count (layout)  synth area share
AOI/OAI and AO/OA                      406             406             0.348
and+or+nand+nor                        351             351             0.229
buffers and inverters                  198             220             0.114
adders and majority gates               95              95             0.176
muxes                                   71              71            0.0960
xor gates and xnor gates                33              33            0.0359
other                                    1               1          0.000465
No activity file was given, so power comes from the tool's default toggle rates.
